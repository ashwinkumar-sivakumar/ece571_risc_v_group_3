<file path="/design/flow/design.v">
package parameters;
parameter MSB=31;
parameter LSB=0;
parameter pcinc=4;
typedef enum logic[4:0]{R0, R1, R2, R3, R4, R5, R6, R7, R8, R9, R10, R11, R12, R13, R14, R15, R16, R17, R18, R19, R20, R21, R22, R23, R24, R25, R26, R27, R28, R29, R30, R31}Registers_t;
typedef enum logic[3:0]{ADD=4'b0000, SUB=4'b1000, SLL=4'b0001, SLT=4'b0010, SLTU=4'b0011, XOR=4'b0100, SRL=4'b0101, SRA=4'b1101, OR=4'b0110, AND=4'b0111}r_typeInstr;
typedef enum logic[3:0]{ADDI=4'b0000, SLTI=4'b0010, SLTIU=4'b0011, XORI=4'b0100, ORI=4'b0110, ANDI=4'b0111, SLLI=4'b0001, SRAI=4'b1101, SRLI=4'b0101}i_typeInstr;
typedef enum logic[2:0]{LB=3'b000, LH=3'b001, LW=3'b010, LBU=3'b100, LHU=3'b101}l_typeInstr;
typedef enum logic[2:0]{SB=3'b000, SH=3'b001, SW=3'b010}s_typeInstr;
typedef enum logic[2:0]{BEQ=3'b000, BNE=3'b001, BLT=3'b100, BGE=3'b101, BLTU=3'b110, BGEU=3'b111} b_typeInstr;
typedef enum logic[6:0]{R_type=7'b0110011, I_type=7'b0010011, L_type=7'b0000011, S_type=7'b0100011, B_type=7'b1100011, JALR=7'b1100111, JAL=7'b1101111, APUIPC=7'b0010111, LUI=7'b0110111}opcode_t;
endpackage
`timescale 1ns / 1ps
interface intf;
logic [31:0] instr;
logic signed [31:0] in1;
logic signed [31:0] in2;
logic [31:0] out;
logic [31:0] iaddr;
logic [31:0] idata;
modport r_type (
    input  instr,
    input  in1,
    input  in2,
    output out
);
modport i_mem(
    input iaddr,
    output idata
);
endinterface
`timescale 1ns / 1ps
module I_type(
    input [31:0] instr,
    input signed [31:0] in1,
    input signed [31:0] imm,
    output reg [31:0] out
);
    wire [31:0] tmp1;
    wire [11:0] tmp2;
    assign tmp1 = in1;
    assign tmp2 = imm;
    always @(instr or in1 or imm) 
    begin
    	case(instr[14:12])
        3'b000: out = in1+imm;           
        3'b010: out = in1<imm;           
        3'b011: out= tmp1<tmp2;          
        3'b100: out = in1 ^ imm;         
        3'b110: out = in1 | imm;         
        3'b111: out = in1 & imm;         
        3'b001: out = in1<<imm[4:0];     
        3'b101:
        begin
            if(instr[30])            
               out = in1>>imm[4:0]; 
            else                     
               out = in1>>>imm[4:0];
        end
        endcase
    end
endmodule
</file>
<file path="/design/flow/run.sh">
#!/bin/bash
# OpenROAD 26Q1-2900-gdf79404cd8, Yosys 0.63+post, stock flow scripts
make -C /OpenROAD-flow-scripts/flow DESIGN_CONFIG=/design/flow/config.mk WORK_HOME=/design/flow/orfs finish
</file>
<file path="/design/flow/config.mk">
export PLATFORM = sky130hd
export DESIGN_NAME = I_type
export DESIGN_NICKNAME = I_type
export VERILOG_FILES = /design/flow/design.v
export SDC_FILE = /design/flow/constraint.sdc
export NUM_CORES = 4
export LEC_CHECK = 1
export CORE_UTILIZATION = 30
</file>
<file path="/design/flow/constraint.sdc">
current_design I_type

set clk_period 20.5
set clk_io_pct 0.2

create_clock -name clk0 -period $clk_period

set non_clock_inputs [all_inputs -no_clocks]
set_input_delay [expr $clk_period * $clk_io_pct] -clock clk0 $non_clock_inputs
set_output_delay [expr $clk_period * $clk_io_pct] -clock clk0 [all_outputs]
</file>
==> results.toml <==
# generated from flow reports
[route]
drt-vias-per-instance = 5.91
wirelength_um = 34800
dr_total_vias = 9189
detailedRoute.firstIterationViolations = 954
wire_per_inst_um = 22.4
route.antenna.remaining_nets = 0
drtPass1Iterations = 5
drc_errors = 0

[worst_setup_path]
critPathArrivalTime_ps = 8490
critical-path-top-delay-family = "buffers and inverters"
critical_path.cell_chain = "clkdlybuf4s50_1 -> buf_4 -> inv_1 -> buf_4 -> ha_1 -> nand2_1 -> nor3_1 -> nor4_1 -> o21ai_1 -> a31o_2 -> nor3b_1 -> a221o_1 -> nand4b_1 -> o211ai_1 -> clkdlybuf4s50_1"
worstSetupPathType = "primary input to output pin"
worst_setup_path_end_kind = "output pin"
timing.critical_path.required_ps = 16400
cp_num_buf_inv = 5
start_kind = "primary input"
cp_max_fo = 49
crit_path_top_delay_cell = "clkdlybuf4s50_1"
timing.critical_path.slowest_cell_delay_ps = 500

[floorplan]
core_area_um2 = 25100
floorplan.io_pins = 128
fp_util = 0.305
chip_area_um2 = 26200
die_width_um = 162
die_h_um = 162
fp-row-count = 58

[synth]
area_leaders = "ha_1 (16%), o21ai_0 (8.8%), nand2_1 (8.0%)"
synth.cells.most_frequent = "nand2_1 (163), o21ai_0 (134), nor2_1 (106)"
synthesis.instances = 1203
top_cell_area_share = 0.159
postSynthSeqShare = 0
synth.yosys.chip_area_um2 = 7660
ys.warnings.count = 1
post_synth_instance_area_um2 = 7660
ys_cells = 1203
synth_area_leader_cell = "ha_1"
yosysUniqueCellTypes = 77
synth_dominant_cell_count = "nand2_1"
syn-mean-instance-area_um2 = 6.36

[final_timing]
timing.slew.headroom = 0.504
timing.fmax_ghz = 0.0794
final.period_utilization = 0.614
report.final.hold_viol_count = 0
setup_repair_after_global_routing_missed_its_margin = "false"
report.final.setup_viol = 0
period_needed_ps = 12590
worst_slew_pin_slew_ps = 736
worst_hold_slack_ps = 9340
slew_violations = 0
setup_tns_ps = 0

[layout]
area_growth_pct = 15.2
seq_area_um2 = 0
clockBufferCount = 0
share_of_layout_cells_above_drive_strength_1 = 0.0645
layout.filler_cells = 2787
sequential_cell_total = 0
layout.cells.non_filler = 1556

[placed_design]
hpwlAfterDp_um = 26800
buffers_added_on_ports = 100
place.detailed.instances = 1555
place.gp.congestion = 1.02

[pwr]
total_switching_power_uw = 149
power.ir.vdd_worst_mv = 0.0103
report.power.total_uw = 246
p_sw_frac = 0.605
power.static_leakage_nw = 3.72
intPower_uw = 97.0
power_per_cell_area_nw_per_um2 = 27.9

[min_path]
hold_path_end = "out[31]"
timing.hold.worst_path_depth = 7
hp-start = "instr[13]"
holdCritPathClass = "primary input to output pin"

[global_routing]
globalRoute.totalOverflow = 0
antenna_found_initial = 0
grt_first_pass_wirelength_um = 51500
grt_pass1_vias = 8320
grt.total_usage = 0.263
grt_max_degree = 61

[job]
log.warning_count = 125
maxCapViolations = 0

[cts]
post_cts_buffers = 0
postCtsResizedCells = 0
ctsHoldBuffers = 0

[outcome]
status = "finished clean"
[final cells by class]
cell class / instances / area [um^2] / area share
well taps: 330 / 413 / 0.0468
diodes: 1 / 2.50 / 0.000284
inverters: 86 / 323 / 0.0366
multi-input cells: 1018 / 6950 / 0.787
repair buffers: 121 / 1140 / 0.129
[power by group through the flow]
stage	Sequential [mW]	Combinational, mW	Clock, mW
after CTS	0	0.241	0
after global routing	0	0.265	0
[cell usage in the layout, fill, tap and decap left out, drive strengths merged, types with 6 or more instances in the layout]
cell type,n
nand4,10
clkdlybuf4s50,95
a221oi,11
o21a,8
a211o,6
o22ai,7
inv,86
nor4,12
a21oi,98
buf,26
xnor2,15
ha,97
o311ai,7
nor3,21
a211oi,19
nor2,106
o21ai,174
a21o,7
nand3b,6
nand2b,12
a22oi,8
nand3,17
xor2,6
o221ai,8
mux4,17
mux2,16
nand2,163
o21bai,12
mux2i,61
o211ai,23
[cell families after synthesis]
kind of cell               synth area share
buffers and inverters                0.0941
and+or+nand+nor                       0.218
adders and majority gates             0.161
xor gates and xnor gates             0.0240
AOI/OAI and AO/OA                     0.349
muxes                                 0.153
[worst max-delay path by stage]
stage	start	endpoint	cells after the start	slack, ps
after CTS	imm[4]	out[30]	14	8010
after global routing	imm[4]	out[31]	15	7660
final	imm[4]	out[31]	15	7910
[metal layers]
metal	vias to the layer above	wire (um)	part of all wire	track usage
met2	434	15200	0.44	0.403
met1	4262	15400	0.44	0.374
met4	0	1180	0.034	0.0785
met5	-	0	0	0
met3	81	2980	0.086	0.0503
li1	4412	-	-	-
[metrics by stage]
stage           util  worst slack, ps  instance area, um^2
3_3_place_gp   0.351             7990                 8820
5_1_grt        0.351             7660                 8820
3_5_place_dp   0.351             8040                 8820
2_1_floorplan      -             9280                 7660
4_1_cts        0.351             8010                 8820
6_report       0.351             7910                 8820
