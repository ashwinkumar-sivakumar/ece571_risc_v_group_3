### flow/design.v
package parameters;
parameter MSB=31;
parameter LSB=0;
parameter pcinc=4;
typedef enum logic[4:0]{R0, R1, R2, R3, R4, R5, R6, R7, R8, R9, R10, R11, R12, R13, R14, R15, R16, R17, R18, R19, R20, R21, R22, R23, R24, R25, R26, R27, R28, R29, R30, R31}Registers_t;
typedef enum logic[3:0]{ADD=4'b0000, SUB=4'b1000, SLL=4'b0001, SLT=4'b0010, SLTU=4'b0011, XOR=4'b0100, SRL=4'b0101, SRA=4'b1101, OR=4'b0110, AND=4'b0111}r_typeInstr;
typedef enum logic[3:0]{ADDI=4'b0000, SLTI=4'b0010, SLTIU=4'b0011, XORI=4'b0100, ORI=4'b0110, ANDI=4'b0111, SLLI=4'b0001, SRAI=4'b1101, SRLI=4'b0101}i_typeInstr;
typedef enum logic[2:0]{LB=3'b000, LH=3'b001, LW=3'b010, LBU=3'b100, LHU=3'b101}l_typeInstr;
typedef enum logic[2:0]{SB=3'b000, SH=3'b001, SW=3'b010}s_typeInstr;
typedef enum logic[2:0]{BEQ=3'b000, BNE=3'b001, BLT=3'b100, BGE=3'b101, BLTU=3'b110, BGEU=3'b111} b_typeInstr;
typedef enum logic[6:0]{R_type=7'b0110011, I_type=7'b0010011, L_type=7'b0000011, S_type=7'b0100011, B_type=7'b1100011, JALR=7'b1100111, JAL=7'b1101111, APUIPC=7'b0010111, LUI=7'b0110111}opcode_t;
endpackage
`timescale 1ns / 1ps
interface intf;
logic [31:0] instr;
logic signed [31:0] in1;
logic signed [31:0] in2;
logic [31:0] out;
logic [31:0] iaddr;
logic [31:0] idata;
modport r_type (
    input  instr,
    input  in1,
    input  in2,
    output out
);
modport i_mem(
    input iaddr,
    output idata
);
endinterface
`timescale 1ns / 1ps
module regfile(
    input clk,
    input [4:0] rs1,
    input [4:0] rs2,
    input [4:0] rd,
    input [31:0] regdata,
    input wer,
    output [31:0] rv1,
    output [31:0] rv2,
	 output [31:0] x31
);
    reg [31:0] r[0:31];
    integer i;
    initial begin
		r[31] = 0;
        for(i=0; i<31; i = i+1)
            r[i]=i;
    end
    assign rv1 = r[rs1];
    assign rv2 = r[rs2];
	 assign x31 = r[31];
    always @(posedge clk) 
    begin
        if(wer && rd!=0)
            r[rd] = regdata;
    end
endmodule
### flow/run.sh
#!/bin/bash
# OpenROAD 26Q1-2900-gdf79404cd8, Yosys 0.63+post, stock flow scripts
make -C /OpenROAD-flow-scripts/flow DESIGN_CONFIG=/design/flow/config.mk WORK_HOME=/design/flow/orfs finish
### flow/config.mk
export PLATFORM = sky130hd
export DESIGN_NAME = regfile
export DESIGN_NICKNAME = regfile
export VERILOG_FILES = /design/flow/design.v
export SDC_FILE = /design/flow/constraint.sdc
export NUM_CORES = 4
export LEC_CHECK = 1
export CORE_UTILIZATION = 40
### flow/constraint.sdc
current_design regfile

set clk_period 7.0
set clk_io_pct 0.2

create_clock -name clk0 -period $clk_period [get_ports {clk}]

set non_clock_inputs [all_inputs -no_clocks]
set_input_delay [expr $clk_period * $clk_io_pct] -clock clk0 $non_clock_inputs
set_output_delay [expr $clk_period * $clk_io_pct] -clock clk0 [all_outputs]
==> results.json <==
{
  "vias": 31000,
  "ir_worst_vdd_v": 0.000224,
  "grt-ovfl-total": 0,
  "cts_buffers": 105,
  "antenna_found_initial": 2,
  "design_area_sq_um": 56000,
  "fill_cells": 10400,
  "ant_nets": 0,
  "seqCellArea_sq_um": 30700,
  "io_buffers": 144,
  "netlist_area_sq_um": 48800,
  "tns_ps": 0,
  "hold-worst-slack_ps": 1530,
  "gp_congestion": 0.888,
  "final_core_util_pct": 46.5,
  "areaGrowthSynthToFinish_pct": 14.8,
  "min_period_ps": 5870,
  "cp.arrival_ps": 4470,
  "row_count": 127,
  "boundaryPins": 145,
  "grt_usage_pct": 26.4,
  "clock.fmax_ghz": 0.170,
  "htreeDepth": 3,
  "fp.coreArea_sq_um": 120000,
  "crit_path_max_fanout": 30,
  "instances_no_fill": 5272,
  "combGateArea_sq_um": 16900,
  "tightest_slew_ps": 1040,
  "post_dp_cell_area_sq_um": 52600,
  "hold_buffers": 0,
  "synth_warnings": 1,
  "path_clk_slew_ps": 60,
  "largest_reg_flops": 1024,
  "yosys.stat.seqShare_pct": 63.0,
  "fp.dieH_microns": 351,
  "drv_slew": 0,
  "grt_max_degree": 74,
  "power.density_nw_per_um2": 245,
  "critPathRequiredTime_ps": 5600,
  "warnings": 26,
  "hold_viol_final": 0,
  "maxCapViolations": 0,
  "slew_headroom_pct": 30.6,
  "dr.pass1.iters": 5,
  "cp-end-kind": "output pin",
  "die_x_microns": 351,
  "cts_root_buf": "clkbuf_16",
  "routed_wl_mm": 151,
  "synth-seq-cells": 1024,
  "avgSynthCellArea_sq_um": 14.4,
  "drive_gt1_share_pct": 9.41,
  "setup_viol": 0,
  "grt_pass1_wl_mm": 217,
  "clockBufferDepth": 3,
  "rsz0062_at_grt": "false",
  "grt_pass1_vias": 31900,
  "synth_cells": 3386,
  "die_area_sq_um": 123000,
  "worst-setup-path-type": "in2out",
  "status": "complete, no violations",
  "fp-utilization_pct": 40.5,
  "hp-class": "in2reg",
  "dp_hpwl_mm": 87.5,
  "cts_sinks": 1024,
  "drt_iter0_markers": 1921,
  "avgRoutedWirePerCell_microns": 28.7,
  "ys_cells": 3386,
  "timing.final.crit_share_pct": 83.9,
  "p_leak_uw": 0.0206,
  "ctsResizeCount": 0,
  "post_cts_buffers": 0,
  "critPathLaunchType": "input pin",
  "vias_per_cell": 5.87,
  "dp_cells": 5072,
  "yosysChipArea_sq_um": 48800,
  "synthDistinctLibCells": 24,
  "cts_tree": "done",
  "drc": 0
}
[placed cells by master (no fill, tap or decap), drive strengths merged]
cell type      count
mux2i           1024
edfxtp          1024
nand2            195
nand3            194
a22oi            192
a21oi            192
buf              154
clkdlybuf4s50    142
clkbuf           133
a22o             128
nor3              64
a31oi             64
clkinv            48
nor2              34
conb              32
bufinv            12
nand3b             5
nor2b              4
nand2b             4
diode              3
or3b               3
inv                3
and2               2
or2                2
or3                1
clkinvlp           1
[metal layers]
metal / wire [microns] / vias to the layer above / share of wire, % / track usage [%]
li1: - / 13700 / - / -
met1: 57300 / 15300 / 38 / 35.8
met2: 68900 / 1673 / 45 / 38.6
met3: 21300 / 231 / 14 / 15.3
met4: 4020 / 2 / 2.7 / 5.72
met5: 8 / - / 0.0053 / 0.118
[kinds of logic (layout without fill, tap and decap cells)]
group	after synthesis	after routing	share of synthesized area, %
other	1	35	0.00769
AND-OR/OR-AND	576	576	8.04
AND/OR/NAND/NOR	508	508	4.71
flip-flops	1024	1024	63.0
multiplexers	1024	1024	21.0
buffers and inverters	253	493	3.21
[where the power goes]
| part | switching [uW] | internal [uW] | leakage [uW] |
|---|---|---|---|
| logic | 798 | 500 | 0.00968 |
| clock network | 2340 | 3220 | 0.00165 |
| registers | 35.4 | 6840 | 0.00925 |
| total | 3170 | 10600 | 0.0206 |
[cells in the mapped netlist, drive strengths merged]
library cell | number | share of area, %
edfxtp | 1024 | 63
mux2i | 1024 | 21
nand2 | 195 | 1.5
nand3 | 194 | 2.0
a21oi | 192 | 2.0
a22oi | 192 | 3.0
buf | 168 | 2.5
a22o | 128 | 2.3
clkbuf | 85 | 0.68
a31oi | 64 | 0.82
nor3 | 64 | 0.66
nor2 | 34 | 0.26
nand3b | 5 | 0.077
nand2b | 4 | 0.051
nor2b | 4 | 0.051
or3b | 3 | 0.054
and2 | 2 | 0.026
or2 | 2 | 0.026
conb | 1 | 0.0077
or3 | 1 | 0.013
[final cells by class]
class                   instances  area share, %
diodes                          3         0.0134
clock buffers                 133           4.92
clock inverters                64           1.13
multi-input cells            2140           30.2
flip-flops and latches       1024           54.9
well taps                    1612           3.60
repair buffers                296           5.28
[critical path: stages]
cell and delay [ps]:
clkdlybuf4s50_1 700, and2_4 610, buf_4 380, a22o_1 190, nor3_1 50, a31oi_1 340
nand3_1 270, clkdlybuf4s50_1 500
[worst paths after layout]
path / from / endpoint / depth (start not counted)
hold / removal: regdata[2] / r[31][2]$_DFFE_PP_ / 2
setup / recovery: rs1[2] / rv1[6] / 8
[per-stage QoR]
stage          total power [uW]  setup WS, ps
6_report                  13700          1130
5_1_grt                   14100          1010
3_3_place_gp               8280          1150
2_1_floorplan              7710          3140
3_5_place_dp               8290          1160
4_1_cts                   13800          1180
Power and IR drop assume default switching activity.
